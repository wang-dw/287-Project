### ./design.v
module Snake(clk, rst, DAC_clk, VGA_R, VGA_G, VGA_B, VGA_Hsync, 
					VGA_Vsync, blank_n, KB_clk, data);
input clk, rst;
input KB_clk, data;
wire [4:0]direction;
wire reset;
output reg [7:0]VGA_R;
output reg [7:0]VGA_G;
output reg [7:0]VGA_B;
output VGA_Hsync;
output VGA_Vsync;
output DAC_clk;
output blank_n;
wire [10:0]xCounter;
wire [10:0]yCounter;
wire R;
wire G;
wire B;
wire update;
wire VGA_clk;
wire displayArea;
wire snakeHead;
reg snakeBody;
reg [9:0]xHead;
reg [9:0]yHead;
reg [9:0]foodCount;  
reg [10:0]foodX,foodY;
reg [15:0]foodXCount, foodYCount;
reg [10:0] x, x1, x2, x3, x4, x5, x6, x7, x8, x9, x10, x11, x12, x13, x14, x15;  
reg [10:0] y, y1, y2, y3, y4, y5, y6, y7, y8, y9, y10, y11, y12, y13, y14, y15;
reg body1, body2, body3, body4, body5, body6,
		body7, body8, body9, body10, body11, body12,
		body13, body14, body15;
reg border;
reg game_over;
reg win_game;
kbInput keyboard(KB_clk, data, direction, reset);
updateCLK clk_updateCLK(clk, update);
clk_reduce reduce(clk, VGA_clk);
VGA_generator generator(VGA_clk, VGA_Hsync, VGA_Vsync, DisplayArea, xCounter, yCounter, blank_n);
assign DAC_clk = VGA_clk;
assign snakeHead = (xCounter >= x && xCounter <= x+15 && yCounter >= y && yCounter <= y + 15);  
assign food = (xCounter >= foodX + 5 && xCounter <= foodX + 15 && yCounter >= foodY + 5 && yCounter <= foodY + 15);  
initial
begin
	foodX = 9'd400;
	foodY = 8'd400;
	foodXCount = 9'd400;
	foodYCount = 8'd400;
	x = 11'd320; y = 11'd240;
	x1 = 11'd320; y1 = 11'd240;
	x2 = 11'd320; y2 = 11'd240;
	x3 = 11'd320; y3 = 11'd240;
	x4 = 11'd320; y4 = 11'd240;
	x5 = 11'd320; y5 = 11'd240;
	x6 = 11'd320; y6 = 11'd240;
	x7 = 11'd320; y7 = 11'd240;
	x8 = 11'd320; y8 = 11'd240;
	x9 = 11'd320; y9 = 11'd240;
	x10 = 11'd320; y10 = 11'd240;
	x11 = 11'd320; y11 = 11'd240;
	x12 = 11'd320; y12 = 11'd240;
	x13 = 11'd320; y13 = 11'd240;
	x14 = 11'd320; y14 = 11'd240;
	x15 = 11'd320; y15 = 11'd240;
end
always@(posedge VGA_clk)
begin
	if(rst == 0)
	begin
		foodX <= foodXCount;
		foodY <= foodYCount;
		body1 <= 0;
		body2 <= 0;
		body3 <= 0;
		body4 <= 0;
		body5 <= 0;
		body6 <= 0;
		body7 <= 0;
		body8 <= 0;
		body9 <= 0;
		body10 <= 0;
		body11 <= 0;
		body12 <= 0;
		body13 <= 0;
		body14 <= 0;
		body15 <= 0;
		win_game <= 0;
		game_over <= 0;
		foodCount <= 0;
	end
	else 
		begin
		if(snakeHead && food || 
			 (food &&(body1 || body2 || body3 || body4
					 || body5 || body6 || body7 || body8
					  || body9 || body10 || body11 || body12
					   || body13 || body14 || body15))) 
		begin
			foodX <= foodXCount;
			foodY <= foodYCount;
			foodCount <= foodCount + 1;
		end
		else if(food && border)   
		begin
			foodX <= foodXCount;
			foodY <= foodYCount;
		end
		else if(snakeHead && (body1 || body2 || body3 || body4
					 || body5 || body6 || body7 || body8
					  || body9 || body10 || body11 || body12
					   || body13 || body14 || body15 || border))  
		begin
			game_over <= 1;
		end
		if(foodCount > 10'd0)  
		begin			
			body1 <= blank_n &&(xCounter >= x1 && xCounter <= x1+15 && yCounter >= y1 && yCounter <= y1 +15);
		end
		if(foodCount > 10'd1)
		begin	
			body2 <= blank_n &&(xCounter >= x2 && xCounter <= x2+15 && yCounter >= y2 && yCounter <= y2 +15);
		end
		if(foodCount > 10'd2)
		begin		
			body3 <= (xCounter >= x3 && xCounter <= x3+15 && yCounter >= y3 && yCounter <= y3 +15);
		end
		if(foodCount > 10'd3)
		begin	
			body4 <= (xCounter >= x4 && xCounter <= x4+15 && yCounter >= y4 && yCounter <= y4 +15);
		end
		if(foodCount > 10'd4)
		begin			
			body5 <= (xCounter >= x5 && xCounter <= x5+15 && yCounter >= y5 && yCounter <= y5 +15);
		end
		if(foodCount > 10'd5)
		begin			
			body6 <= (xCounter >= x6 && xCounter <= x6+15 && yCounter >= y6 && yCounter <= y6 +15);
		end
		if(foodCount > 10'd6)
		begin			
			body7 <= (xCounter >= x7 && xCounter <= x7+15 && yCounter >= y7 && yCounter <= y7 +15);
		end
		if(foodCount > 10'd7)
		begin			
			body8 <= (xCounter >= x8 && xCounter <= x8+15 && yCounter >= y8 && yCounter <= y8 +15);
		end
		if(foodCount > 10'd8)
		begin			
			body9 <= (xCounter >= x9 && xCounter <= x9+15 && yCounter >= y9 && yCounter <= y9 +15);
		end
		if(foodCount > 10'd9)
		begin			
			body10 <= (xCounter >= x10 && xCounter <= x10+15 && yCounter >= y10 && yCounter <= y10 +15);
		end
		if(foodCount > 10'd10)
		begin			
			body11 <= (xCounter >= x11 && xCounter <= x11+15 && yCounter >= y11 && yCounter <= y11 +15);
		end
		if(foodCount > 10'd11)
		begin			
			body12 <= (xCounter >= x12 && xCounter <= x12+15 && yCounter >= y12 && yCounter <= y12 +15);
		end
		if(foodCount > 10'd12)
		begin			
			body13 <= (xCounter >= x13 && xCounter <= x13+15 && yCounter >= y13 && yCounter <= y13 +15);
		end
		if(foodCount > 10'd13)
		begin			
			body14 <= (xCounter >= x14 && xCounter <= x14+15 && yCounter >= y14 && yCounter <= y14 +15);
		end
		if(foodCount > 10'd14)
		begin			
			body15 <= (xCounter >= x15 && xCounter <= x15+15 && yCounter >= y15 && yCounter <= y15 +15);
		end
		if(foodCount > 10'd15)
		begin
			win_game <= 1;
			if(snakeHead&&border)
				game_over <= 0;
		end
	end
end
always@(posedge update)
begin
	if(rst == 0)
	begin	
		x <= 11'd320; 
		y <= 11'd240;		
	end
	else
	begin
		foodXCount <= ((foodXCount + 10'd75) % 10'd600);  
		foodYCount <= ((foodYCount + 10'd75) % 9'd420);   
		x1 <= x; y1 <= y;
		x2 <= x1; y2 <= y1;
		x3 <= x2; y3 <= y2;
		x4 <= x3; y4 <= y3;
		x5 <= x4; y5 <= y4;
		x6 <= x5; y6 <= y5;
		x7 <= x6; y7 <= y6;
		x8 <= x7; y8 <= y7;
		x9 <= x8; y9 <= y8;
		x10 <= x9; y10 <= y9;
		x11 <= x10; y11 <= y10;
		x12 <= x11; y12 <= y11;
		x13 <= x12; y13 <= y12;
		x14 <= x13; y14 <= y13;
		x15 <= x14; y15 <= y14;
			case(direction)
			5'b00010: y <= y - 11'd20;  
			5'b00100: x <= x - 11'd20;  
			5'b01000: y <= y + 11'd20;  
			5'b10000: x <= x + 11'd20;  
			endcase		
	end
end
always @(posedge VGA_clk) 
begin
	border <= (((xCounter >= 0) && (xCounter < 11) || (xCounter >= 630) && (xCounter < 641)) 
				|| ((yCounter >= 0) && (yCounter < 11) || (yCounter >= 470) && (yCounter < 481)));
end
assign R = ((snakeHead || body1 || body2 || body3 || body4
					 || body5 || body6 || body7 || body8
					  || body9 || body10 || body11 || body12
					   || body13 || body14 || body15) || food || game_over) && ~win_game;
assign G = (snakeHead || body1 || body2 || body3 || body4
					 || body5 || body6 || body7 || body8
					  || body9 || body10 || body11 || body12
					   || body13 || body14 || body15 || win_game) && ~game_over;
assign B = ((snakeHead || body1 || body2 || body3 || body4
					 || body5 || body6 || body7 || body8
					  || body9 || body10 || body11 || body12
					   || body13 || body14 || body15) || border) && (~game_over && ~win_game);
always@(posedge VGA_clk) 
begin
	VGA_R = {8{R}};
	VGA_G = {8{G}};
	VGA_B = {8{B}};
end
endmodule
module VGA_generator(VGA_clk, VGA_Hsync, VGA_Vsync, DisplayArea, xCounter, yCounter, blank_n);
input VGA_clk;
output VGA_Hsync, VGA_Vsync, blank_n;
output reg DisplayArea;
output reg [9:0] xCounter;
output reg [9:0] yCounter;
reg HSync;
reg VSync;
integer HFront = 640; 
integer hSync = 655; 
integer HBack = 747; 
integer maxH = 793; 
integer VFront = 480; 
integer vSync = 490; 
integer VBack = 492; 
integer maxV = 525; 
always@(posedge VGA_clk)
begin
	if(xCounter === maxH)
		xCounter <= 0;
	else
		xCounter <= xCounter + 1;
end
always@(posedge VGA_clk)
begin
	if(xCounter == maxH)
	begin
		if(yCounter === maxV)
			yCounter <= 0;
		else
			yCounter <= yCounter +1;
	end
end
always@(posedge VGA_clk)
begin
	DisplayArea <= ((xCounter < HFront) && (yCounter < VFront));
end
always@(posedge VGA_clk)
begin
	HSync <= ((xCounter >= hSync) && (xCounter < HBack));
	VSync <= ((yCounter >= vSync) && (yCounter < VBack));
end
assign VGA_Vsync = ~VSync;
assign VGA_Hsync = ~HSync;
assign blank_n = DisplayArea;
endmodule
module updateCLK(clk, update);
input clk;
output reg update;
reg[21:0]count;
always@(posedge clk)
begin
	count <= count + 1;
	if(count == 2500000)
	begin
		update <= ~update;
		count <= 0;
	end
end
endmodule
module clk_reduce(clk, VGA_clk);
	input clk;
	output reg VGA_clk;
	reg a;
	always@(posedge clk)
	begin
		a <= ~a; 
		VGA_clk <= a;
	end
endmodule
module kbInput(KB_clk, data, direction,reset);
	input KB_clk, data;
	output reg [4:0] direction;
	output reg reset = 0; 
	reg [7:0] code;
	reg [10:0]keyCode, previousCode;
	reg recordNext = 0;
	integer count = 0;
always@(negedge KB_clk)
	begin
		keyCode[count] = data;
		count = count + 1;			
		if(count == 11)
		begin
			if(previousCode == 8'hF0)
			begin
				code <= keyCode[8:1];
			end
			previousCode = keyCode[8:1];
			count = 0;
		end
	end
	always@(code)
	begin
			if(code == 8'h1D)  
				direction = 5'b00010;
			else if(code == 8'h1C) 
				direction = 5'b00100;
			else if(code == 8'h1B)
				direction = 5'b01000; 
			else if(code == 8'h23)
				direction = 5'b10000; 
			else
				direction = 5'b10000;
	end	
endmodule
### ./run.sh
#!/bin/bash
# OpenROAD 26Q1-2900-gdf79404cd8, Yosys 0.63+post, stock flow scripts
make -C /OpenROAD-flow-scripts/flow DESIGN_CONFIG=/design/flow/config.mk WORK_HOME=/design/flow/orfs finish
### ./config.mk
export PLATFORM = sky130hd
export DESIGN_NAME = Snake
export DESIGN_NICKNAME = Snake
export VERILOG_FILES = /design/flow/design.v
export SDC_FILE = /design/flow/constraint.sdc
export NUM_CORES = 4
export LEC_CHECK = 1
export CORE_UTILIZATION = 50
### ./constraint.sdc
current_design Snake

set clk_period 8.3
set clk_io_pct 0.2

create_clock -name clk0 -period $clk_period [get_ports {KB_clk}]
create_clock -name clk1 -period $clk_period [get_ports {clk}]

set non_clock_inputs [all_inputs -no_clocks]
set_input_delay [expr $clk_period * $clk_io_pct] -clock clk0 $non_clock_inputs
set_output_delay [expr $clk_period * $clk_io_pct] -clock clk0 [all_outputs]
==> impl_metrics.yaml <==
# flow metrics
grt:
  grt_pass1_vias: 28500
  antenna_found_initial: 0
  overflow: 0
  grt_pass1_wl_um: 148000
  grtUsageTotal: 0.238
  grt_max_degree: 178
synthesis:
  synthCells: 4199
  postSynth.asyncResetShare: 0
  syn_area_um2: 39500
  yosysCellCount: 4199
  top_cell: "ha_1"
  simple_gate_area_frac: 0.169
  synth-seq-cells: 477
  ys_seq_share: 0.331
  avgSynthCellArea_um2: 9.40
  logic_family: "adder cells"
  synth-edff-count: 351
  xor_share: 0.0892
  yosysChipArea_um2: 39500
  yosysTopAreaCell: "edfxtp_1"
  post_synth_mux_area_share: 0.00802
  aoi_share: 0.161
  adder_share: 0.199
  ys.flop_type: "edfxtp_1"
  topCellsByArea: "edfxtp_1, ha_1, xnor2_1"
  synth_top_area_share: 0.267
  ys_warn_count: 11
  synthTopCellsByCount: "ha_1, edfxtp_1, inv_1"
  ys_types: 106
placed_design:
  postPlaceCellArea_um2: 41000
  dp_hpwl_um: 66900
  io_buffers: 30
  gp_congestion: 0.924
  dp.cells: 5234
cts:
  clk_pin_slew_ns: 0.07
  cts-resized-gates: 0
  hold_buffers: 0
  cts_tree: "built"
  cts_setup_buffers: 0
final_timing:
  relSlewSlack: 0.420
  setup_viol: 0
  finalSetupTns_ns: 0
  skew_ns: 0.0167
  rsz0062_at_grt: "false"
  finalHoldViolCount: 0
  untimed_endpoints: 744
  worstMarginPinSlew_ns: 0.858
  maxSlewViolCount: 0
  unclocked_regs: 396
critical_path:
  path_max_fanout: 8
  cp_slowest_cell: "clkdlybuf4s50_1"
  arrival_ns: 2.56
  slowest_delay_ns: 0.55
  critPathKind: "primary input to register"
  endpoint_kind: "register"
  cpLargestDelayFamily: "buffers and inverters"
  path_cells: "clkdlybuf4s50_1 > mux2_2"
  cp_num_buf_inv: 1
  critical_path_required_ns: 4.25
  crit_path_start_kind: "primary input"
pwr:
  ir_drop_v: 0.000133
  powerDensity_nw_per_um2: 21.5
  finalPower_w: 0.000892
  cellLeakagePower_nw: 17.9
route:
  n_antenna_cell: 0
  detail_route.first_pass.iterations: 8
  initialDrtViolationCount: 1437
  wl_per_cell_um: 16.9
  vias: 29800
  vias_per_cell: 5.62
  postRouteAntennaNets: 0
  wl_um: 89700
  drc: 0
floorplan:
  core-area_um2: 77700
  ioPinCount: 32
  die_y_um: 283
  chip_area_um2: 80000
  rows: 102
  die_w_um: 283
  fp_util: 0.508
final_layout:
  fin_util: 0.533
  drive_gt1_frac: 0.0324
  stdcell_count: 5300
  syn2layout_area_growth_pct: 5.06
  final_area_um2: 41400
flow_run:
  maxCapViolCount: 0
  warnings: 133
min_path:
  hp-class: "register to register"
run_status:
  status: "finished clean"
cell usage in the layout (no fill, tap or decap), drive strengths merged, types with 14 or more instances in the layout:
cell type / synthesis / layout
a21oi: 277 / 277
buf: 39 / 41
nand4: 59 / 59
a31oi: 34 / 34
nor3: 111 / 111
xnor2: 297 / 297
edfxtp: 351 / 351
o2111ai: 33 / 33
dfxtp: 126 / 126
nor2b: 147 / 147
mux2i: 17 / 17
o211ai: 36 / 36
ha: 620 / 620
nand2b: 94 / 94
clkdlybuf4s50: 0 / 29
nand4b: 22 / 22
a211oi: 45 / 45
or2: 16 / 16
nand3: 135 / 135
and4: 15 / 15
a2111oi: 14 / 14
xor2: 104 / 104
o21ai: 266 / 266
inv: 324 / 382
or4: 23 / 23
nor4: 58 / 58
a21o: 72 / 72
or3: 25 / 25
o21a: 21 / 21
a21boi: 16 / 16
nor2: 233 / 233
nand2: 236 / 236
and3: 46 / 46
and2: 30 / 30
flip-flops by register name (all words and copies together), names as in the netlist, 10 cells and up:
signal	cells
keyboard.count	32
foodX	11
generator.yCounter	10
clk_updateCLK.count	22
foodXCount	16
generator.xCounter	10
foodCount	10
foodY	11
foodYCount	16
final cells by class:
type                       instances  area [um^2]
sequential                       477        13100
clock inverter                    59          231
timing repair buffer              70          631
fill                            6918        36300
multi-input combinational       3323        24800
clock buffer                       8          200
tap                             1040         1300
inverter                         323         1210
per-layer routing:
metal	track usage	vias up	wire length [um]
li1	-	15600	-
met5	0.00366	-	34
met3	0.0317	59	3150
met4	0.0353	2	1430
met2	0.382	437	41400
met1	0.365	13700	43700
worst paths after layout:
kind                                 from                       end  slack [ns]  depth (start not counted)
setup / recovery                     data  keyboard.previousCode[3]        1.69                          2
hold / removal                   reduce.a            reduce.VGA_clk        0.34                          0
setup reg to reg        keyboard.count[2]          keyboard.code[0]        4.43                         10
hold reg to reg                  reduce.a            reduce.VGA_clk        0.34                          0
max in group clk1  clk_updateCLK.count[8]   clk_updateCLK.count[21]        6.33                          8
min in group clk0     keyboard.keyCode[6]       keyboard.keyCode[6]        0.48                          1
logic make-up (layout without fill, tap and decap cells):
kind of cell    count (synthesis)  in the layout
flops                         477            477
xor+xnor                      401            401
fa+ha+maj                     628            628
buf+inv                       411            460
other cells                     1             13
simple gates                 1272           1272
mux                            30             30
compound gates                979            979
per-stage QoR:
| stage | setup slack [ns] | hold slack, ns |
|---|---|---|
| after floorplan | 1.97 | 0.331 |
| after global placement | 1.32 | 0.336 |
| after detailed placement | 1.31 | 0.333 |
| after CTS | 1.67 | 0.344 |
| after global routing | 1.65 | 0.353 |
| final | 1.69 | 0.345 |
report_power, final:
group | leakage, nW | internal (W) | switching (W) | total (W)
Combinational | 13.1 | 0.00000623 | 0.0000373 | 0.0000436
Sequential | 4.40 | 0.000429 | 0.000000389 | 0.000429
Clock | 0.410 | 0.000213 | 0.000206 | 0.000419
Power is estimated from default activity; no workload was simulated.
